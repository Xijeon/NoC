### ./config.mk
export PLATFORM = sky130hd
export DESIGN_NAME = register_file
export DESIGN_NICKNAME = register_file
export VERILOG_FILES = /design/flow/design.v
export SDC_FILE = /design/flow/constraint.sdc
export NUM_CORES = 4
export LEC_CHECK = 1
export CORE_UTILIZATION = 30
### ./design.v
module register_file (
    input               clk,  
    input               reset,  
    input               wr_en,  
    input [0:63]        data_in,  
    input [0:2]         wr_ww,  
    input [0:4]         wr_addr,  
    input [0:4]         rd_addr_0,  
    output reg [0:63]   data_out_0,  
    input [0:4]         rd_addr_1,  
    output reg [0:63]   data_out_1  
);
    localparam  DOUBLEWORD  = 3'b000;  
    localparam  MOSTSWORD   = 3'b001;  
    localparam  LESTSWORD   = 3'b010;  
    localparam  EVENBYTES   = 3'b011;  
    localparam  ODDBYTES    = 3'b100;  
    reg [0:63] register[1:31];  
    always @(posedge clk) begin : synchronous_write
        reg [0:5] i;
        if (reset == 1'b1) begin  
            for (i = 1; i < 32; i = i + 1) begin
                register[i] <= 64'b0;
            end
        end
        else begin  
            if ((wr_en == 1'b1) && (wr_addr != 1'b0)) begin  
                case(wr_ww)
                    DOUBLEWORD :  
                        register[wr_addr] <= data_in;
                    MOSTSWORD :  
                        register[wr_addr][0:31] <= data_in[0:31];
                    LESTSWORD :  
                        register[wr_addr][32:63] <= data_in[32:63];
                    EVENBYTES : begin  
                        register[wr_addr][0:7] <= data_in[0:7];
                        register[wr_addr][16:23] <= data_in[16:23];
                        register[wr_addr][32:39] <= data_in[32:39];
                        register[wr_addr][48:55] <= data_in[48:55];
                    end
                    ODDBYTES : begin  
                        register[wr_addr][8:15] <= data_in[8:15];
                        register[wr_addr][24:31] <= data_in[24:31];
                        register[wr_addr][40:47] <= data_in[40:47];
                        register[wr_addr][56:63] <= data_in[56:63];
                    end
                endcase
            end
        end
    end 
    always @(*) begin : asynchronous_read
        if (rd_addr_0 == 5'b00000) begin  
            data_out_0[0:63] = 64'b0;
        end
        else begin  
            data_out_0[0:63] = register[rd_addr_0];
        end
        if (rd_addr_1 == 5'b00000) begin  
            data_out_1[0:63] = 64'b0;
        end
        else begin  
            data_out_1[0:63] = register[rd_addr_1];
        end
    end
endmodule
### ./run.sh
#!/bin/bash
# OpenROAD 26Q1-2900-gdf79404cd8, Yosys 0.63+post, stock flow scripts
make -C /OpenROAD-flow-scripts/flow DESIGN_CONFIG=/design/flow/config.mk WORK_HOME=/design/flow/orfs finish
### ./constraint.sdc
current_design register_file

set clk_period 17.2
set clk_io_pct 0.2

create_clock -name clk0 -period $clk_period [get_ports {clk}]

set non_clock_inputs [all_inputs -no_clocks]
set_input_delay [expr $clk_period * $clk_io_pct] -clock clk0 $non_clock_inputs
set_output_delay [expr $clk_period * $clk_io_pct] -clock clk0 [all_outputs]
==> flow_metrics.py <==
# Physical implementation metrics
metrics = {
    "run_status": {
        "run_status": "completed",
    },
    "pwr": {
        "power_w": 0.01211,
        "power.leakage_nw": 41.37,
        "power.ir.vdd_worst_mv": 0.08768,
        "pwr_density_cell_nw_per_um2": 99.46,
    },
    "drt": {
        "routed_via_density": 5.657,
        "routed_wirelength_microns": 398700,
        "wl_per_cell_microns": 32.50,
        "drt-initial-drc-count": 5331,
        "antenna_left": 0,
        "route.detailed.drc": 0,
        "detail_route.first_pass.iterations": 6,
        "vias": 69410,
    },
    "placed_design": {
        "placement.cell_area_sq_um": 115200,
        "detailedPlacementHpwl_microns": 257800,
        "place_inst": 11890,
        "finalWeightedCongestion": 0.9680,
        "place.port_buffers": 212,
    },
    "timing": {
        "final-hold-violation-count": 0,
        "finalSetupViolations": 0,
        "hold_ws_ns": 3.331,
        "finalClockPeriodUsage_pct": 67.93,
        "timing.max_slew.rel_slack_pct": 25.73,
        "timing.final.max_slew_violations": 0,
        "setup-tns-final_ns": 0,
        "tightest_slew_ns": 1.114,
        "period_minus_slack_ns": 11.68,
        "fmax_mhz": 85.59,
        "grt_setup_unrepaired": "false",
    },
    "yosys": {
        "yosys_cell_count": 7272,
        "yosysWarningCount": 1,
        "ys.flops": 2048,
        "syn_area_sq_um": 105300,
        "enable_flop_cells": 2048,
        "async_reset_ff_share_pct": 0,
        "yosysSeqAreaShare_pct": 58.41,
        "synth_cells": 7272,
        "synthFlopType": "sky130_fd_sc_hd__edfxtp_1",
        "syn-mean-instance-area_sq_um": 14.48,
        "netlist-cell-type-count": 49,
        "yosysChipArea_sq_um": 105300,
    },
    "worst_setup_path": {
        "required_ns": 13.76,
        "worstSetupEndpointType": "primary output",
        "worst_ep_arrival_time_ns": 8.24,
        "critPathMaxFanout": 46,
        "cp_common_cell": "sky130_fd_sc_hd__buf_4",
        "crit_path_cell_trace": "buf_8 > buf_4 > buf_4 > buf_4 > mux4_2 > nand2_1 > a31oi_1 > a21boi_0 > buf_4 > clkdlybuf4s50_1",
        "critical-path-slowest-cell": "sky130_fd_sc_hd__a21boi_0",
        "max_stage_delay_ns": 0.72,
        "cp_top_family": "buffers and inverters",
        "cp_num_buf_inv": 6,
        "critPathLaunchType": "input pin",
        "worstSetupPathType": "in -> out",
    },
    "flow_run": {
        "tool_warning_count": 26,
        "cap_violations": 0,
    },
    "finish": {
        "final_layout_size_suffix_gt1_share_pct": 26.41,
        "final_layout_top_logic_cell": "sky130_fd_sc_hd__edfxtp_1",
        "most-common-layout-cells": "2048 x sky130_fd_sc_hd__edfxtp_1, 2046 x sky130_fd_sc_hd__nor2_1, 990 x sky130_fd_sc_hd__mux4_2",
        "largestRegisters": "register x2048",
        "final_design_area_no_fill_sq_um": 121700,
        "flip_flop_count_of_the_largest_register_all_copies_and_words_added": 2048,
        "layout.cells.non_filler": 12270,
        "areaGrowthSynthToFinish_pct": 15.62,
        "registers.top_by_ff_count": "register",
    },
    "cts": {
        "cts-resized-gates": 0,
        "clock_tree.buffer_depth": 4,
        "clk_root_buffer_cell": "sky130_fd_sc_hd__clkbuf_16",
        "cts_hold_buffers": 0,
        "clkTransAtPathRegs_ns": 0.06,
        "postCtsSetupRepairBufs": 0,
        "clkSinkCount": 2048,
        "cts_made_buffers": 211,
        "cts-htree-levels": 4,
        "tritoncts": "built",
    },
    "global_routing": {
        "first_global_vias": 74940,
        "antenna_violations_before_repair": 29,
        "wire_length_of_the_first_global_routing_pass_microns": 557300,
        "grt_usage_pct": 23.94,
        "grt_overflow": 0,
        "grt_start_max_net_pins": 84,
    },
    "worst_hold_path": {
        "timing.hold.worst.class": "in -> reg",
    },
    "die": {
        "floorplan.rows": 217,
        "chipWidth_microns": 594.4,
        "area_of_the_core_sq_um": 349400,
        "die_h_microns": 594.4,
        "design.die.area_sq_um": 353400,
        "io-pin-count": 213,
        "fp_util_pct": 30.13,
    },
}
[per-stage QoR]
step	worst slack [ns]	utilization (%)
after detailed placement	5.445	32.96
after floorplan	8.233	-
after CTS	5.463	34.83
after global routing	5.252	34.83
after global placement	5.415	32.96
final	5.517	34.84
[path summary, 6_finish.rpt]
| path | start | end | slack (ns) | cells past startpoint |
|---|---|---|---|---|
| max | rd_addr_0[4] | data_out_0[3] | 5.52 | 10 |
| min | reset | register[2][21] | 3.33 | 2 |
[layer usage]
layer	share of wire [%]	global-route usage (%)	up-vias
met5	0.12	1.190	-
met4	6.7	12.42	33
met3	20	20.53	1022
met2	44	33.94	5691
met1	29	24.06	34260
li1	-	-	28400
[where the power goes]
part	leakage, nW	switching [W]	internal, W
Combinational	18.7	0.00102	0.000699
Clock	3.19	0.00196	0.00256
Sequential	19.5	0.000126	0.00575
[layout make-up]
type / instances / area, sq um
diodes: 12 / 30.03
clock buffers: 265 / 5568
clock inverters: 105 / 982.2
fillers: 32200 / 227700
inverters: 66 / 250.2
multi-input cells: 4489 / 41840
flip-flops and latches: 2048 / 61500
well taps: 4599 / 5754
repair buffers: 686 / 5811
[cell usage after synthesis, drive strengths merged (36+ instances only)]
cell / instances / area (sq um)
a21boi: 39 / 292.8
a21o: 41 / 307.8
a21oi: 49 / 245.2
a221oi: 48 / 432.9
a22oi: 106 / 795.8
a31oi: 63 / 394.1
buf: 190 / 884.6
clkbuf: 542 / 2034
edfxtp: 2048 / 61500
inv: 65 / 244.0
mux2: 161 / 1813
mux2i: 273 / 2733
mux4: 990 / 22300
nand2: 198 / 743.2
nand2b: 131 / 819.5
nor2: 2047 / 7684
o221ai: 58 / 508.0
o22a: 36 / 315.3
o22ai: 94 / 588.1
[cells by family (layout without fill, tap and decap cells)]
| kind of cell | count (synthesis) | after routing | synth area share, % |
|---|---|---|---|
| buffers and inverters | 798 | 1122 | 3.008 |
| DFF | 2048 | 2048 | 58.41 |
| AOI/OAI and AO/OA | 569 | 569 | 3.952 |
| muxes | 1424 | 1424 | 25.49 |
| other | 1 | 76 | 0.003561 |
| and+or+nand+nor | 2432 | 2432 | 9.139 |
No activity file was given, so power comes from the tool's default toggle rates.
