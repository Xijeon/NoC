===== /design/flow/run.sh =====
#!/bin/bash
# OpenROAD 26Q1-2900-gdf79404cd8, Yosys 0.63+post, stock flow scripts
make -C /OpenROAD-flow-scripts/flow DESIGN_CONFIG=/design/flow/config.mk WORK_HOME=/design/flow/orfs finish

===== /design/flow/config.mk =====
export PLATFORM = sky130hd
export DESIGN_NAME = cardinal_nic
export DESIGN_NICKNAME = cardinal_nic
export VERILOG_FILES = /design/flow/design.v
export SDC_FILE = /design/flow/constraint.sdc
export NUM_CORES = 4
export LEC_CHECK = 1
export CORE_UTILIZATION = 30

===== /design/flow/constraint.sdc =====
current_design cardinal_nic

set clk_period 10.5
set clk_io_pct 0.2

create_clock -name clk0 -period $clk_period [get_ports {clk}]

set non_clock_inputs [all_inputs -no_clocks]
set_input_delay [expr $clk_period * $clk_io_pct] -clock clk0 $non_clock_inputs
set_output_delay [expr $clk_period * $clk_io_pct] -clock clk0 [all_outputs]

===== /design/flow/design.v =====
module cardinal_nic #(
    parameter DATA_WIDTH = 64  
)(
    input [0:1] addr,  
    input [0:DATA_WIDTH-1] d_in,  
    output reg [0:DATA_WIDTH-1] d_out,  
    input nicEn,  
    input nicEnWr,  
    input net_si,  
    output reg net_ri,  
    input [0:DATA_WIDTH-1] net_di,  
    output reg net_so,  
    input net_ro,  
    output reg [0:DATA_WIDTH-1] net_do,  
    input net_polarity,  
    input clk,  
    input reset  
);
    reg in_buffer_re, out_buffer_re;  
    reg in_buffer_we, out_buffer_we;  
    reg [0:DATA_WIDTH-1] in_buffer_di, out_buffer_di;  
    wire [0:DATA_WIDTH-1] in_buffer_do, out_buffer_do;  
    wire in_buffer_status;  
    wire out_buffer_status;  
    channel_buffer #(.DATA_WIDTH(DATA_WIDTH)) 
        in_buffer (
            .clk        (clk                ), 
            .reset      (reset              ),
            .re         (in_buffer_re       ), 
            .we         (in_buffer_we       ), 
            .data_in    (in_buffer_di       ), 
            .data_out   (in_buffer_do       ), 
            .full       (in_buffer_status   ),  
            .empty      ()
    );
    channel_buffer #(.DATA_WIDTH(DATA_WIDTH)) 
        out_buffer (
            .clk        (clk                ), 
            .reset      (reset              ),
            .re         (out_buffer_re      ), 
            .we         (out_buffer_we      ), 
            .data_in    (out_buffer_di      ), 
            .data_out   (out_buffer_do      ), 
            .full       (out_buffer_status  ),  
            .empty      ()
    );
    always @(posedge clk) begin
        if (reset == 1'b0) begin
            out_buffer_we = 1'b0;
            in_buffer_re = 1'b0;
        end
    end
    always @(*) begin
        in_buffer_di = net_di;  
        if(in_buffer_status == 1'b0) begin  
            net_ri = 1'b1;
        end
        else begin  
            net_ri = 1'b0;
        end
        if((in_buffer_status == 1'b0) && (net_si == 1'b1)) begin  
            in_buffer_we = 1'b1;  
        end
        else begin  
            in_buffer_we = 1'b0;  
        end
    end
    always @(*) begin
        net_do = 64'h0;  
        net_so = 1'b0;  
        if ((out_buffer_status == 1'b1) && (net_ro == 1'b1)) begin  
            if ((net_polarity == 1'b1) && (out_buffer_do[0] == 1'b0)) begin  
                net_so = 1'b1;  
                net_do = out_buffer_do;
            end
            if ((net_polarity == 1'b0) && (out_buffer_do[0] == 1'b1)) begin  
                net_so = 1'b1;  
                net_do = out_buffer_do;
            end
        end
        if ((net_so == 1'b1) && (net_ro == 1'b1)) begin  
            out_buffer_re = 1'b1;  
        end
        else begin  
            out_buffer_re = 1'b0;  
        end
    end
    always @(*) begin
        d_out = 64'h0;  
        out_buffer_di = d_in;  
        if (nicEn == 1'b1) begin 
            if (nicEnWr == 1'b1) begin 
                if (addr == 2'b10) begin  
                    out_buffer_we = 1'b1;
                end
            end
            else begin  
                case(addr)
                    2'b00 : begin  
                        in_buffer_re = 1'b1;
                        d_out = in_buffer_do;
                    end
                    2'b01 : begin  
                        d_out[63] = in_buffer_status;
                    end
                    2'b11 : begin  
                        d_out[63] = out_buffer_status;
                    end
                endcase
            end
        end
    end
endmodule
module channel_buffer #(
    parameter DATA_WIDTH = 64  
)(
    input clk, reset,  
    input re, we,  
    input [DATA_WIDTH-1:0] data_in,  
    output [DATA_WIDTH-1:0] data_out,  
    output full, empty  
);
    reg [DATA_WIDTH-1:0] entry;  
    reg full_empty;  
    wire re_q, we_q;  
    assign full = full_empty; 
    assign empty = ~full_empty;
    assign re_q = (re & full_empty);
    assign we_q = (we & (!full_empty));
    always @(posedge clk) begin
        if (reset == 1'b1) begin  
            full_empty <= 0;
            entry <= 0;
        end
        else begin  
            if (re_q == 1'b1) begin  
                full_empty <= 0;  
            end
            else if (we_q == 1'b1) begin  
                entry <= data_in;  
                full_empty <= 1;  
            end
        end
    end
    assign data_out = entry;
endmodule

==> notes.md <==
In the synthesized netlist, the number of instances is 712. The first-pass iteration count of the detailed router came out at 4. The mean instance size in the synthesized netlist was 7.64 um^2; the static leakage was 3.29 nW. The width of the chip is 137 um. Share of layout cells above drive strength 1: 0.0958. For this design the total switching power over the nets is 0.292 mW. Post-route cell area: 0.00876 mm^2. According to the I/O placement log, the pin count is 267.

The placer's final routability congestion estimate was 0.803; the combinational fraction of design power was 0.119. Proportion of synthesized chip area in sequential cells: 0.478. The number of antenna violations at the first check in global routing was 0.

The run gives 68 for the pin count of the biggest net entering global routing. By area the synthesized netlist is led by dfxtp_1 (48%), nand2_1 (13%), a21oi_1 (12%), nand2b_1 (7.4%), and2_2 (7.2%). The tools report the headroom to the max-slew limit as 0.493. The critical path capture point type was an output port. The effective utilization at floorplan was 0.311. The arrival time of data at the worst endpoint is listed as 4.49 ns. The run gives 0.0187 mm^2 for the die outline area.

The internal power is 0.941 mW, and the area growth from synthesis to layout is 60.9%. The portion of the clock cycle consumed by the worst path in the final layout came out at 0.628. Clock latency on the worst-skew pair, taken at its later pin, is 0.41 ns. The final report lists the setup-violating endpoint count as 0. Setup slack closes at 3.91 ns. After synthesis the cells add up to 0.00544 mm^2. In this run, post-CTS hold repair placed 0 buffers. The tools report the area of the core as 0.0175 mm^2.

The most numerous cell on the critical path is clkdlybuf4s50_1. The run gives 4867 for the via count of the first global-routing pass. The Yosys step of the flow raised 6 warnings. The biggest area contributor in the post-synthesis netlist is dfxtp_1. The signal on the critical path passes through clkdlybuf4s50_1 -> inv_1 -> ha_1 -> o21ai_4 -> buf_4 -> nor2_1 -> clkdlybuf4s50_1. The stage-log warning count came out at 27. The fraction of power spent switching nets came out at 0.237. Setup repair after global routing left no endpoint under its margin. STA on the placed design reports a worst setup slack of 3.90 ns.

The clock passes through at most 2 buffers. Subtracting the final worst setup slack from the clock period gives 6.59 ns. Transition at the pin with the smallest max-transition slack: 0.757 ns.

The final global-route overflow total is 0. For this run, design rule violations remaining after detail routing come to 0. By startpoint and endpoint, the worst setup path is classified as in2out. The detailed router placed 5249 vias in this run. The first global-routing pass estimated 25400 um of wire. The run gives 1185 as the final cell count without fillers. Required time of the critical path: 8.40 ns. The tools report the clock root buffer as clkbuf_16. Per the post-route antenna check, the number of violating nets is 0. Measured along the y axis, the die boundary spans 137 um. The placement stage leaves a total instance area of 0.00821 mm^2.

For the sum of negative setup slack, the log shows 0 ns. The final max-slew violation count recorded for this run is 0. Counting tap cells, the placed design contains a total of 1155 instances. With the register share of total power at 0.437, the number of cell instances after yosys synthesis is 712. Sort of element at the start of the critical path: an input pin. The flow ran to the end, and the final reports show no timing, DRC or antenna violations.

The run gives 0 for the hold violation total from the final report. With the half-perimeter wire length of the detailed placement result at 11200 um, the delay of the slowest cell on the worst path is 0.60 ns. The areal power density over the cells came out at 141 mW/mm^2. Most common cell after layout, fill and taps aside: clkdlybuf4s50_1.

The library cells used most frequently in the layout, excluding fill and tap cells, are clkdlybuf4s50_1 (265), nand2_1 (192), dfxtp_1 (129). Counting distinct cell types in the post-synthesis netlist gives 21. Buffers placed on the I/O ports in this run total 266. According to the CTS report, the clock sink count is 130. After synthesis the netlist holds a flip-flop and latch count of 130.

The tools report the clock share of power as 0.444. With the combined buffer and inverter count along the critical path at 4, the violation tally from detailed-route iteration zero is 230. The worst min-delay path class was reg2reg. The logs give 0.00842 ns for the clock tree skew after final layout and 0 for the number of gates given a new drive strength after cts. The clock transition at the register clock pins on the worst setup and hold paths after CTS is 0.05 ns, and the H-tree level count is 4.

The synthesized netlist has a Yosys-reported chip area of 0.00544 mm^2. Per the power-grid run, VDD falls by no more than 0.105 mV. The cell family with the largest share of critical-path delay was buffers and inverters. In this run the worst path has a maximum fanout of 36. For reference, the placement row count at floorplan is 48. The final layout contains routed wiring with a total length of 16600 um.

The fraction of synthesized cell area taken by the top area cell type was 0.478; the antenna diode instance count was 0. The highest attainable clock frequency came out at 152 MHz. The wire length per cell was 14.0 um. Across the run, the number of max-cap violations was 0.

The critical path's slowest cell is o21ai_4. Post-detailed-route via-to-cell ratio: 4.43. The logs give 17 for the TritonCTS buffer count and 0.178 for the total track usage. Post-CTS timing repair inserted 0 buffers for setup. TritonCTS built the clock tree.
==> worst register-to-register path, stage by stage, from the launching register on <==
cell and delay, ns:
dfxtp_1 0.42, nand2b_2 0.58, buf_4 0.49, nand2_1 0.12, a21oi_1 0.15
==> area by class of cell <==
class / count / area, um^2
fillers: 1680 / 8720
repair buffers: 272 / 2710
flip-flops and latches: 130 / 2610
multi-input cells: 525 / 2610
clock buffers: 21 / 460
well taps: 225 / 282
clock inverters: 9 / 85.1
inverters: 3 / 11.3
==> final timing paths <==
check | cells after the start | slack (ns) | start | endpoint
setup reg to reg | 4 | 8.65 | in_buffer.full_empty | in_buffer.entry[55]
setup / recovery | 7 | 3.91 | net_polarity | net_do[48]
hold reg to reg | 2 | 0.45 | in_buffer.entry[56] | in_buffer.entry[56]
hold / removal | 2 | 0.45 | in_buffer.entry[56] | in_buffer.entry[56]
==> metrics by stage <==
stage	util	total power [mW]	hold WS, ns
final	0.501	1.23	0.446
after global routing	0.501	1.29	0.462
after CTS	0.501	1.25	0.450
after detailed placement	0.470	0.696	0.442
after global placement	0.470	0.695	0.438
after floorplan	-	0.615	0.432
==> registers in the layout (all words and copies together), names as in the netlist <==
name                   cells
in_buffer.entry           64
in_buffer.full_empty       1
out_buffer.entry          64
out_buffer.full_empty      1
==> power by group through the flow <==
stage         sequential [mW]  combinational, mW  clock [mW]
CTS                     0.538              0.148       0.561
global route            0.542              0.163       0.582
finish                  0.538              0.147       0.548
==> synthesized netlist by cell type <==
| cell type | n |
|---|---|
| a21oi_1 | 127 |
| and2_1 | 11 |
| and2_2 | 52 |
| and3_1 | 1 |
| and3b_1 | 1 |
| buf_1 | 1 |
| buf_2 | 27 |
| clkbuf_1 | 20 |
| clkbuf_2 | 6 |
| dfxtp_1 | 130 |
| ha_1 | 3 |
| inv_1 | 3 |
| mux2i_1 | 2 |
| nand2_1 | 192 |
| nand2b_1 | 64 |
| nand3_1 | 1 |
| nor2_1 | 67 |
| nor2b_1 | 1 |
| nor4b_4 | 1 |
| o21ai_0 | 1 |
| o21ai_1 | 1 |
==> cells by family after synthesis <==
group	after synthesis	synth area share
flops	130	0.478
simple gates	391	0.346
mux	2	0.00368
fa+ha+maj	3	0.00690
compound gates	129	0.119
buf+inv	57	0.0469
==> routing by layer <==
layer / up-vias / GRT usage / routed length (um) / part of all wire
li1: 2715 / - / - / -
met1: 2306 / 0.253 / 7640 / 0.46
met2: 222 / 0.266 / 6740 / 0.41
met3: 6 / 0.0760 / 2150 / 0.13
met4: 0 / 0.0142 / 101 / 0.0061
met5: - / 0 / 0 / 0
Power is estimated from default activity; no workload was simulated.
